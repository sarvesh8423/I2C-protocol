## flow/constraint.sdc

```tcl
current_design i2c_clk_divider

set clk_period 1.8
set clk_io_pct 0.2

create_clock -name clk0 -period $clk_period [get_ports {ref_clk}]

set non_clock_inputs [all_inputs -no_clocks]
set_input_delay [expr $clk_period * $clk_io_pct] -clock clk0 $non_clock_inputs
set_output_delay [expr $clk_period * $clk_io_pct] -clock clk0 [all_outputs]
```

## flow/design.v

```verilog
`timescale 1ns / 1ps
module i2c_clk_divider(
    input wire reset,
    input wire ref_clk,
    output reg i2c_clk
    );
parameter DELAY = 1000;
reg [9:0] count = 0;
initial i2c_clk =0;
always @ (posedge ref_clk) begin
			if (count == ((DELAY/2)-1)) begin
			    i2c_clk= ~i2c_clk;
				 count = 0;
			end
			else begin
				count = count+1;
				end
		end
endmodule
```

## flow/config.mk

```make
export PLATFORM = sky130hd
export DESIGN_NAME = i2c_clk_divider
export DESIGN_NICKNAME = i2c_clk_divider
export VERILOG_FILES = /design/flow/design.v
export SDC_FILE = /design/flow/constraint.sdc
export NUM_CORES = 4
export LEC_CHECK = 1
export CORE_AREA = 10 10 73 73
export DIE_AREA = 0 0 83 83
```

## flow/run.sh

```bash
#!/bin/bash
# OpenROAD 26Q1-2900-gdf79404cd8, Yosys 0.63+post, stock flow scripts
make -C /OpenROAD-flow-scripts/flow DESIGN_CONFIG=/design/flow/config.mk WORK_HOME=/design/flow/orfs finish
```

==> results.yml <==
# flow metrics
job:
  drv_cap: 0
  tool_warnings: 27
global_route:
  grt_use_total_pct: 2.26
  grt-ovfl-total: 0
  grt_pass1_wl_um: 1370
  grtUsageMet1_pct: 2.79
  busiest_layer: "met2"
  grt_pass1_vias: 333
  antenna_found_initial: 0
  grtUsageMet2_pct: 3.07
  grt_max_degree: 8
  grtUsageMet3_pct: 1.87
power:
  power.share.clock_pct: 49.7
  power_frac_comb_pct: 0
  switchingPower_uw: 88.8
  p_leak_nw: 0.234
  pwr-share-seq_pct: 50.3
  internal_power_uw: 402
  power_density_nw_per_um2: 826
  p_sw_share_pct: 18.1
  power.total_uw: 491
  vdd_ir_drop_max_v: 0.000244
finish:
  layoutNonFillerInstCount: 102
  seq_area_um2: 230
  area_growth_pct: 24.7
  combGateArea_um2: 238
  num-fill-cells: 428
  final_design_area_no_fill_um2: 594
  drive_gt1_share_pct: 11.1
route:
  wirelength_um: 762
  drtIter0Drc: 42
  vias: 352
  ant_nets: 0
  dr.pass1.iters: 3
  via_per_inst: 3.45
  antenna_cells: 0
  drc: 0
  routedWlPerCell_um: 7.47
cts:
  cts_tree: "done"
  cts_root_buf: "clkbuf_8"
  clock_latency_ns: 0.24
  cts_buffers: 3
  clk_pin_slew_worst_paths_ns: 0.05
  cts.path.max_buffers: 2
  cts_resized: 0
  htree_levels: 1
  post_cts_buffers: 0
  cts.sinks: 11
  hold_buffers: 0
synthesis:
  topCellsByArea: "dfxtp_1 (42%), edfxtp_1 (6.3%), xor2_1 (5.5%)"
  netlist_area_um2: 477
  postSynthSeqShare_pct: 48.3
  yosys.stat.chipArea_um2: 477
  avgSynthCellArea_um2: 9.73
  yosysWarnings: 1
  synthFlopType: "dfxtp_1"
  synth_top_cell_by_area: "dfxtp_1"
  synth-edff-count: 1
  async_flop_share_pct: 0
  top_cell: "dfxtp_1"
  top_area_share_pct: 42.0
  ys.flops: 11
  ys_types: 25
  ys_cells: 49
  syn_inst: 49
  common_cells: "dfxtp_1 (10), nand2_1 (4), nor2_1 (4), o21ai_0 (3), xor2_1 (3)"
sta:
  fin_tns_setup_ns: 0
  rsz0062_at_grt: "false"
  hold_viol: 0
  slew_viol_final: 0
  finalSetupViolCount: 0
  period_needed_ns: 1.40
  fmax_mhz: 713
  whs_ns: 0.446
  worst_pin_slew_ns: 0.293
  skew_ns: 0.00224
  finalCritPeriodShare_pct: 77.9
  timing.slew.headroom_pct: 80.4
die:
  die_h_um: 83
  core_um2: 3740
  die_area_um2: 6890
  io_pins: 3
  rows: 22
  initCoreUtil_pct: 12.7
  die_w_um: 83
worst_hold_path:
  min_path_type: "flop to flop"
critical_path:
  critPathKind: "flop to flop"
  startpoint_type: "flop"
  cp.required_ns: 1.93
  cp_cell_sequence: "ha_1 > nand4bb_1 > nor3_2 > buf_4 > nor2b_1"
  cp_slowest_cell: "dfxtp_1"
  worstPathMaxFanout: 5
  cp_data_arrival_time_ns: 1.53
  max_stage_delay_ns: 0.39
  endpoint_kind: "flop"
outcome:
  status: "finished, final reports clean"
placement:
  dp_hpwl_um: 522
  post_dp_cell_area_um2: 549
  numPortBuffers: 1
  place.gp.congestion: 0.765
  post-place-cells: 98
-- placed cells by master (no fill, tap or decap), drive strengths merged --
| cell | instances |
|---|---|
| and3 | 1 |
| nor2 | 4 |
| or3 | 2 |
| inv | 1 |
| nor3b | 1 |
| o211ai | 1 |
| ha | 2 |
| clkdlybuf4s50 | 1 |
| nand2 | 4 |
| edfxtp | 1 |
| nand4 | 2 |
| clkbuf | 4 |
| buf | 1 |
| nand4bb | 1 |
| o22a | 1 |
| nor3 | 2 |
| xnor2 | 1 |
| o21a | 1 |
| nand3 | 3 |
| xor2 | 3 |
| nor2b | 1 |
| dfxtp | 10 |
| a21oi | 2 |
| or4 | 1 |
| o21ai | 3 |
-- metrics by stage --
| step | setup slack, ns | utilization [%] |
|---|---|---|
| 2_1_floorplan | 0.440 | - |
| 6_report | 0.398 | 15.9 |
| 5_1_grt | 0.284 | 15.9 |
| 3_5_place_dp | 0.392 | 14.7 |
| 3_3_place_gp | 0.395 | 14.7 |
| 4_1_cts | 0.387 | 15.9 |
-- cell families (layout without fill, tap and decap cells) --
logic type	after synthesis	in the layout	share of synthesized area (%)
simple gates	22	22	27.0
flops	11	11	48.3
compound gates	8	8	10.2
xor+xnor	4	4	7.35
fa+ha+maj	2	2	5.25
buf+inv	2	7	1.84
-- power groups by stage --
stage | Combinational, mW | Clock (mW) | Sequential [mW]
CTS | 0.000000119 | 0.251 | 0.247
global route | 0.000000119 | 0.272 | 0.247
finish | 0.000000119 | 0.244 | 0.247
-- registers in the layout, indices dropped and copies added, names as in the netlist --
register / count
i2c_clk: 1
count: 10
-- per-layer routing --
metal | vias up | routed length [um]
met5 | - | 0
met4 | 0 | 0
met3 | 0 | 75
met2 | 5 | 281
met1 | 162 | 404
li1 | 185 | -
-- final timing paths --
check / from / to / slack, ns / depth (start not counted)
worst min-delay path: count[9] / count[9] / 0.45 / 1
worst max-delay path: count[0] / count[1] / 0.40 / 5
worst min register to register: count[9] / count[9] / 0.45 / 1
worst max register to register: count[0] / count[1] / 0.40 / 5
-- cell type report --
class	count	share of cell area, %
multi-input combinational	36	40.0
inverter	1	0.632
sequential	11	38.7
timing repair buffer	2	2.95
tap	48	10.1
clock buffer	4	7.58
-- critical path, delay by kind of cell (launching register included) --
kind	cells	cell delay, ns
adder cells (fa/ha/maj)	1	0.20
buffers and inverters	1	0.19
flip-flops	1	0.39
AND/OR/NAND/NOR	3	0.52
Power figures rest on the tool's default switching activity, not on a simulated workload.
