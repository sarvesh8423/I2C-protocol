<file path="/design/flow/design.v">
`timescale 1ns / 1ps
module step1(
    input wire clk,
    input wire reset,
    output reg i2c_sda,
    output reg i2c_scl
    );
	 localparam STATE_IDLE =0;
	 localparam STATE_START =1;
	 localparam STATE_ADDR =2;
	 localparam STATE_RW =3;
	 localparam STATE_WACK =4;
	 localparam STATE_DATA =5;
	 localparam STATE_STOP =6;
	 localparam STATE_WACK2 =7;
	 reg [7:0] state;
	 reg [6:0] addr;
	 reg [7:0] count;
	 reg [7:0] data;
	 always  @(posedge clk) begin
        if (reset ==1) begin
		     state <=0;
			  i2c_sda<= 1;
			  i2c_scl<= 1;
			  addr<= 7'h50;
			  count<= 8'd0;
			  data <= 8'haa;
		  end
		  else begin
				case (state)
					STATE_IDLE: begin  
						i2c_sda <= 1;
						 state <= STATE_START;
					end
					STATE_START: begin  
						i2c_sda <=1;
						state <= STATE_ADDR;
						count <= 6;
					end
					STATE_ADDR: begin  
						i2c_sda <=addr[count];
						if (count == 0)	state <= STATE_RW;
						else count <= count - 1;
					end
					STATE_RW: begin 
						i2c_sda <=1;
						state <= STATE_WACK;
					end
					STATE_WACK: begin 
						state <= STATE_DATA;
						count <=7;
					end
					STATE_DATA: begin 
						i2c_sda <= data[count];
						if (count == 0) state <= STATE_WACK2;
						else count <= count-1;
					end
					STATE_WACK2: begin 
						state <= STATE_STOP;
					end
					STATE_STOP: begin 
						i2c_sda <=1;
						state <= STATE_IDLE;
					end	
				endcase
			end
		 end
endmodule
</file>
<file path="/design/flow/run.sh">
#!/bin/bash
# OpenROAD 26Q1-2900-gdf79404cd8, Yosys 0.63+post, stock flow scripts
make -C /OpenROAD-flow-scripts/flow DESIGN_CONFIG=/design/flow/config.mk WORK_HOME=/design/flow/orfs finish
</file>
<file path="/design/flow/config.mk">
export PLATFORM = sky130hd
export DESIGN_NAME = step1
export DESIGN_NICKNAME = step1
export VERILOG_FILES = /design/flow/design.v
export SDC_FILE = /design/flow/constraint.sdc
export NUM_CORES = 4
export LEC_CHECK = 1
export CORE_AREA = 10 10 72 72
export DIE_AREA = 0 0 82 82
</file>
<file path="/design/flow/constraint.sdc">
current_design step1

set clk_period 3.3
set clk_io_pct 0.2

create_clock -name clk0 -period $clk_period [get_ports {clk}]

set non_clock_inputs [all_inputs -no_clocks]
set_input_delay [expr $clk_period * $clk_io_pct] -clock clk0 $non_clock_inputs
set_output_delay [expr $clk_period * $clk_io_pct] -clock clk0 [all_outputs]
</file>
==> impl_metrics.ini <==
; flow metrics
[floorplan]
die_y_microns = 82
chipArea_sq_um = 6724
dieWidth_microns = 82
core_sq_um = 3689
initCoreUtil_pct = 21.30
num_rows = 22
num_io_pins = 4

[logic_synthesis]
top_cells_by_area = dfxtp_1, ha_1, nor2_1
ys_sh_adder_pct = 4.777
top_cell_area_share_pct = 43.31
syn_area_per_cell_sq_um = 9.137
yosysWarnings = 1
netlist_area_sq_um = 785.8
top_cell = dfxtp_1
enable_flop_cells = 0
yosys_cells = 86
compound_area_share_pct = 22.13
top_area_cell = dfxtp_1
yosys.area_share.xor_xnor_pct = 1.115
netlist_instances = 86
muxShareOfSynthArea_pct = 0
ys_seq_share_pct = 43.31
yosys_area_sq_um = 785.8
yosys.area_share.simple_pct = 21.97
ys.flops = 17
synthFlopType = dfxtp_1
yosysUniqueCellTypes = 35
logic_family = AND-OR/OR-AND gates
synth_async_sr_flop_share_pct = 0
top_cells_by_count = dfxtp_1, nor2_1, a21oi_1

[route]
drt_iter0_drc = 26
n_antenna_cell = 0
ant_nets = 0
drc = 0
avgViaCountPerCell = 4.537
wire_per_inst_microns = 10.68
num_vias = 617
drt_wl_total_mm = 1.452
drt_first_pass_iters = 4

[worst_setup_path]
required_ns = 3.46
crit_fanout = 7
end_kind = flip-flop
crit_arrival_ns = 2.02
worstSetupPathType = reg2reg
cp-start-kind = flip-flop

[clocking]
cts_tree = built
path_clk_slew_ns = 0.06
clk_latency_ns = 0.25
clockBufferDepth = 2
cts_max_level = 1
cts_resized = 0
hold_buffers = 0
post_cts_buffers = 0
cts_num_sinks = 17
clock-root-buffer = clkbuf_8
cts_buffers = 3

[timing]
grt_setup_unrepaired = no
final.setup_skew_ns = 0.001804
tightest_slew_ns = 0.6398
post-route-period-util_pct = 56.48
setup_violations = 0
hold_viol = 0
maxSlewHeadroom_pct = 56.95
fin_tns_setup_ns = 0
setup_slack_ns = 1.436
fin_crit_ns = 1.864
maxSlewViolCount = 0
fmax_mhz = 536.5

[global_routing]
grt_max_degree = 13
grt_pass1_wl_mm = 2.622
antenna_found_initial = 0
grt_pass1_vias = 615
overflow = 0
track_usage_pct = 4.603

[job]
warnings = 26
maxCapViolations = 0

[final_layout]
seq_area_sq_um = 340.3
areaGrowthSynthToFinish_pct = 12.74
fin_util_pct = 24.02
drive_gt1_share_pct = 12.50
comb_area_sq_um = 396.6
fillers = 404

[placed_design]
portBuffers = 2
gp_congestion = 0.8206
pre_cts_ws_ns = 1.246
hpwlAfterDp_mm = 1.021

[pwr]
power_density_nw_per_um2 = 590.8
vdd_drop_max_mv = 0.2469
power.leakage_uw = 0.0003287

[outcome]
status = complete, no violations

[hold_path]
hold_path_class = reg2reg
## kinds of logic (layout without fill, tap and decap cells)
logic type | count (synthesis) | in the layout
other cells | 1 | 1
buf+inv | 10 | 12
compound gates | 23 | 23
flops | 17 | 17
fa+ha+maj | 3 | 3
simple gates | 31 | 31
xor+xnor | 1 | 1
## final timing paths
kind,from,to,slack (ns),cells past startpoint
min,state[3]$_DFF_P_,state[0]$_DFF_P_,0.43,1
max reg2reg,count[0]$_SDFFE_PP0P_,count[2]$_SDFFE_PP0P_,1.44,6
min reg2reg,state[3]$_DFF_P_,state[0]$_DFF_P_,0.43,1
max,count[0]$_SDFFE_PP0P_,count[2]$_SDFFE_PP0P_,1.44,6
## stage by stage
stage                     power [uW]  hold slack, ns  std cells  cell area [sq um]
after floorplan                351.4          0.4031         86              785.8
after global placement         371.6          0.4107        132              839.6
after detailed placement       373.9          0.4208        132              839.6
after CTS                      525.9          0.4359        136              885.9
after global routing           558.3          0.4518        136              885.9
final                          523.4          0.4303        136              885.9
## flip-flops by register name, summed over array words and instances (netlist names)
name	count
count	8
state	8
i2c_sda	1
## routing by layer
metal / up-vias / track usage [%] / share of wire [%]
met4: 0 / 0.8503 / 0.34
met1: 288 / 6.124 / 50
met2: 11 / 7.680 / 46
met3: 2 / 0.8811 / 3.4
li1: 316 / - / -
met5: - / 0 / 0
## area by class of cell
class / count / share of cell area, %
clock inverters: 1 / 0.5650
flip-flops and latches: 17 / 38.42
clock buffers: 3 / 4.661
inverters: 6 / 2.542
multi-input cells: 59 / 44.77
well taps: 48 / 6.780
repair buffers: 2 / 2.260
## placed cells by master (no fill, tap or decap), types with 2 or more instances in the layout
cell type / count
inv_1: 6
nor2_1: 10
a21oi_1: 7
nor4_1: 2
a311oi_1: 2
clkdlybuf4s50_1: 2
dfxtp_1: 17
or2_2: 3
clkbuf_8: 3
nand2_1: 2
a211oi_1: 3
ha_1: 3
nor3b_1: 2
nor2b_1: 3
nor3_1: 3
## worst max-delay path: stages (launching register included)
cell,delay (ns)
dfxtp_1,0.42
inv_1,0.12
ha_1,0.20
nor3b_2,0.20
a31oi_1,0.45
a21oi_1,0.13
a311oi_1,0.25
## power by group
part / switching (uW) / internal (uW) / leakage [uW]
clock network: 67.5 / 83.6 / 0.0000255
registers: 20.1 / 224 / 0.000139
logic: 74.3 / 53.9 / 0.000164
Power figures rest on the tool's default switching activity, not on a simulated workload.
