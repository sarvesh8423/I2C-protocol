<file path="design/flow/run.sh">
#!/bin/bash
# OpenROAD 26Q1-2900-gdf79404cd8, Yosys 0.63+post, stock flow scripts
make -C /OpenROAD-flow-scripts/flow DESIGN_CONFIG=/design/flow/config.mk WORK_HOME=/design/flow/orfs finish
</file>
<file path="design/flow/config.mk">
export PLATFORM = sky130hd
export DESIGN_NAME = clk_generation
export DESIGN_NICKNAME = clk_generation
export VERILOG_FILES = /design/flow/design.v
export SDC_FILE = /design/flow/constraint.sdc
export NUM_CORES = 4
export LEC_CHECK = 1
export CORE_UTILIZATION = 40
</file>
<file path="design/flow/constraint.sdc">
current_design clk_generation

set clk_period 6.9
set clk_io_pct 0.2

create_clock -name clk0 -period $clk_period [get_ports {ref_clk}]

set non_clock_inputs [all_inputs -no_clocks]
set_input_delay [expr $clk_period * $clk_io_pct] -clock clk0 $non_clock_inputs
set_output_delay [expr $clk_period * $clk_io_pct] -clock clk0 [all_outputs]
</file>
<file path="design/flow/design.v">
`timescale 1ns/1ps
module clk_generation(input ref_clk,input [1:0]clk_state,output reg clk10us);
  integer count;
  localparam count_upto=10000/2;  
  localparam idle0=2'b00;            
  localparam idle1=2'b11;            
  localparam counting=2'b01;         
  localparam count_restart=2'b10;    
  wire [1:0]state;
  always@(posedge ref_clk) begin
        casex(clk_state)
          count_restart: begin count<=0; clk10us<=1; end
          counting: begin 
                        if(count==count_upto) begin
                          count<=0; clk10us<=~clk10us;
                        end 
                        else 
                          count<=count+1; 
                  end
          idle0: clk10us<=0;
          idle1: clk10us<=1;
        endcase
    end
endmodule
</file>
==> impl_metrics.yaml <==
# synthesis and place-and-route metrics
run:
  cap_violations: 0
  warnings: 31
final_timing:
  drv_slew: 0
  skew_ns: 0.00966
  rsz0062_at_grt: "false"
  setup_tns_ns: 0
  finalSetupViolCount: 0
  finalClockPeriodUsage_pct: 41.0
  period_needed_ns: 2.83
  hold_viol: 0
  tightest_slew_ns: 0.680
  max-slew-margin-rel_pct: 54.6
  fmax_mhz: 353
yosys:
  syn_avg_cell_area_um2: 10.3
  ys_cells: 196
  syn_inst: 196
  ys_chip_area_um2: 2020
  numSynthFlops: 33
  ys_seq_share_pct: 49.0
  synth.distinct_cells: 30
  yosys_warnings: 1
  synth_area_um2: 2020
setup_path:
  critPathRequiredTime_ns: 6.92
  critical_path.max_fanout: 19
  cp.arrival_ns: 2.86
  cpMaxStageDelayCell: "clkdlybuf4s50_1"
  startpoint_type: "input port"
  endpoint_kind: "flop"
  crit_chain: "clkdlybuf4s50_1, inv_1, ha_1, o21ai_2, buf_4, a21oi_1"
  crit_path_max_incr_delay_ns: 0.51
  worstSetupPathType: "input port to flop"
floorplan:
  fp_util_pct: 42.2
  dieArea_um2: 5340
  die_w_um: 73.1
  pin_count: 4
  rows: 25
  core_um2: 4790
  die_height_um: 73.1
routing:
  vias: 1581
  drt-total-wl_um: 4040
  insertedDiodeCount: 0
  wl_per_cell_um: 15.2
  via_per_inst: 5.97
  remaining_drc_errors: 0
  drt_iter0_markers: 128
  drtPass1Iterations: 4
  final_antenna_net_count: 0
global_routing:
  antenna_found_initial: 0
  grtUsageTotal_pct: 17.6
  grt_max_degree: 33
  grt_overflow_total: 0
  grt_first_pass_wirelength_um: 7070
  grt_pass1_vias: 1476
cts:
  clk_path_buf_depth: 2
  cts_resized: 0
  htree_levels: 2
  cts_root_buf: "clkbuf_8"
  cts_hold_buf: 0
  clk_pin_slew_ns: 0.07
  post_cts_buffers: 0
  clock_latency_ns: 0.28
  numCtsBuffers: 5
  clock_sinks: 33
  cts_tree: "done"
pwr:
  p_leak_nw: 0.674
  total_power_mw: 0.446
  ir_drop_uv: 125
  powerDensity_nw_per_um2: 204
cells_and_area:
  syn2layout_area_growth_pct: 8.42
  drive_above_1_share_pct: 7.58
  lay_top_count: "edfxtp_1"
  mostFrequentLayoutCells: "edfxtp_1 (33), a21oi_1 (20), o31ai_1 (16), or4_1 (16), nor2_1 (13)"
  fillers: 437
place:
  hpwl_um: 2620
  place_congestion: 0.844
  io_buffers: 3
outcome:
  status: "finished clean"
hold_path:
  min_path_type: "flop to flop"
cell families after synthesis:
group / after synthesis / synth area share (%)
adder cells (fa/ha/maj): 7 / 4.33
AND-OR/OR-AND: 40 / 12.1
flip-flops: 33 / 49.0
AND/OR/NAND/NOR: 87 / 26.3
buffers and inverters: 18 / 3.47
XOR/XNOR: 11 / 4.77
worst paths after layout:
| check | from | endpoint | slack, ns | depth (start not counted) |
|---|---|---|---|---|
| setup / recovery | clk_state[1] | count[30] | 4.07 | 6 |
| hold / removal | clk10us | clk10us | 0.57 | 1 |
| setup reg to reg | count[0] | count[30] | 4.45 | 7 |
| hold reg to reg | clk10us | clk10us | 0.57 | 1 |
registers in the layout, summed over array words and instances (netlist names):
name,cells
clk10us,1
count,32
worst max-delay path, delay by kind of cell:
kind | cells | cell delay, ns
fa+ha+maj | 1 | 0.19
compound gates | 2 | 0.31
buf+inv | 3 | 0.96
metrics by stage:
stage / worst slack, ns / hold WS (ns) / utilization [%] / cells / cell area (µm²)
after floorplan: 4.20 / 0.520 / - / 196 / 2020
after global placement: 3.84 / 0.567 / 44.1 / 257 / 2110
after detailed placement: 3.77 / 0.565 / 44.1 / 257 / 2110
after CTS: 4.07 / 0.574 / 45.8 / 265 / 2190
after global routing: 3.97 / 0.633 / 45.8 / 265 / 2190
final: 4.07 / 0.568 / 45.8 / 265 / 2190
synthesized netlist by cell type:
cell type	n	area (µm²)
edfxtp_1	33	991
a21oi_1	20	100
o31ai_1	16	120
or4_1	16	120
nor2_1	13	48.8
nand3_1	12	60.1
xor2_1	10	87.6
clkbuf_1	9	33.8
nand4_1	9	56.3
nand2_1	8	30.0
ha_1	7	87.6
inv_1	7	26.3
and2_1	4	25.0
and3_1	4	25.0
and4_1	4	35.0
nor4_1	4	25.0
nor4b_1	3	26.3
buf_2	2	10.0
nor3_1	2	10.0
o21ai_0	2	10.0
or3_2	2	15.0
and4_2	1	10.0
nand4_2	1	12.5
o21ai_1	1	5.00
o41ai_1	1	8.76
or2_2	1	6.26
or3_1	1	6.26
or4b_1	1	10.0
or4b_2	1	10.0
xnor2_1	1	8.76
cell type report:
class | instances | area (µm²) | share of cell area, %
inverters | 7 | 26.3 | 1.20
repair buffers | 5 | 45.0 | 2.06
well taps | 67 | 83.8 | 3.83
multi-input cells | 145 | 963 | 44.0
clock inverters | 3 | 12.5 | 0.571
clock buffers | 5 | 68.8 | 3.14
flip-flops and latches | 33 | 991 | 45.2
power breakdown:
part	switching, mW	internal [mW]	total (mW)
Clock	0.0694	0.0679	0.137
Combinational	0.0250	0.0175	0.0426
Sequential	0.0228	0.244	0.267
Total	0.117	0.329	0.446
metal layers:
metal / vias up / global-route usage [%] / share of wire, %
li1: 776 / - / -
met1: 758 / 28.4 / 50
met3: 2 / 5.46 / 5.3
met4: 0 / 1.96 / 0.32
met2: 45 / 25.5 / 44
met5: - / 0 / 0
Power and IR drop assume default switching activity.
